==> /design/flow/design.v <==
`timescale 1ns/1ps
module ALU (a, b, SelALU, result, cout, zout);
input [7:0] a, b;
input [3:0] SelALU;
output[7:0] result;
output cout, zout;
wire cout, zout;
reg [8:0] r;
always @(a or b or SelALU) begin
	if (SelALU == 4'b0001)
		r <= a + b;
	else if (SelALU  == 4'b0010)
		r <= a - b;
	else if (SelALU  == 4'b0011)
		r <= !(a | b);
	else if (SelALU  == 4'b0100)
		r <= a >> 1;
	else if (SelALU  == 4'b0101)
		r <= a << 1;
	else if (SelALU  == 4'b0110)
		r <= a;
	else if (SelALU == 4'b0111)
		r <= b;
	else
		r <= 0;
end
assign cout = r[8];
assign result = r[3:0];
assign zout = r[7:0] == 0 ? 1 : 0;
endmodule
==> /design/flow/run.sh <==
#!/bin/bash
# OpenROAD 26Q1-2900-gdf79404cd8, Yosys 0.63+post, stock flow scripts
make -C /OpenROAD-flow-scripts/flow DESIGN_CONFIG=/design/flow/config.mk WORK_HOME=/design/flow/orfs finish
==> /design/flow/config.mk <==
export PLATFORM = sky130hd
export DESIGN_NAME = ALU
export DESIGN_NICKNAME = ALU
export VERILOG_FILES = /design/flow/design.v
export SDC_FILE = /design/flow/constraint.sdc
export NUM_CORES = 4
export LEC_CHECK = 1
export CORE_AREA = 10 10 94 94
export DIE_AREA = 0 0 104 104
==> /design/flow/constraint.sdc <==
current_design ALU

set clk_period 5.0
set clk_io_pct 0.2

create_clock -name clk0 -period $clk_period

set non_clock_inputs [all_inputs -no_clocks]
set_input_delay [expr $clk_period * $clk_io_pct] -clock clk0 $non_clock_inputs
set_output_delay [expr $clk_period * $clk_io_pct] -clock clk0 [all_outputs]
==> flow_summary.json <==
{
  "drv_cap": 0,
  "die_height_um": 104,
  "warnings": 48,
  "hold_viol_final": 0,
  "max_stage_delay_ns": 0.53,
  "syn_area_mm2": 0.00119,
  "initial_core_util": 0.175,
  "route.vias.total": 1215,
  "maxSlewViolCount": 0,
  "arrival_ns": 3.77,
  "final.setup.worst_slack_ns": 0.232,
  "top_area_frac": 0.251,
  "fillers": 786,
  "holdPathStages": 4,
  "routed_via_density": 4.23,
  "p_comb_frac": 1.000,
  "core-area_mm2": 0.00683,
  "fin_setup_tns_ns": 0,
  "clkPwrFrac": 0,
  "syn_inst": 165,
  "hpwl_um": 3180,
  "dp_slack_ns": 0.0739,
  "irDropWorstVdd_mv": 0.0182,
  "cp_num_buf_inv": 3,
  "cts_setup_buffers": 0,
  "diodes": 0,
  "grt_use_total": 0.0650,
  "nClkBuffers": 0,
  "synth_stat.cells": 165,
  "layout_min_cycle_time_ns": 4.77,
  "p_leak_uw": 0.000703,
  "dp_cells": 287,
  "critPathKind": "input port to primary output",
  "finalCritPeriodShare": 0.954,
  "grt_pass1_wl_um": 6060,
  "ys_types": 50,
  "ys_seq_share": 0,
  "timing.critical_path.mode_cell": "clkdlybuf4s50_1",
  "ys_area_mm2": 0.00119,
  "io_buffers": 26,
  "grt_start_max_net_pins": 13,
  "fmax_mhz": 210,
  "mux_share": 0.0775,
  "ctsHoldBuffers": 0,
  "cts_resized": 0,
  "xor_area_frac": 0.0220,
  "row_count": 30,
  "stdcell_count": 287,
  "crit_family": "buffers and inverters",
  "logic_area_mm2": 0.00106,
  "internal_power_uw": 66.6,
  "p_seq_frac": 0,
  "grt_remaining_overflow": 0,
  "start_kind": "input port",
  "flops": 0,
  "p_per_area_mw_per_mm2": 84.3,
  "critPathMaxFanout": 4,
  "seq_area_um2": 0,
  "placed_cell_area_mm2": 0.00158,
  "layout-drive-gt1-share": 0.0942,
  "hp-start": "a[0]",
  "swShare": 0.505,
  "top_area_cell": "ha_1",
  "rsz0062_at_grt": "false",
  "die-area_mm2": 0.0108,
  "status": "finished clean",
  "worstPathCellList": "clkdlybuf4s50_1 -> ha_1 -> inv_1 -> fa_1 -> a221oi_2 -> o21ai_1 -> a211oi_1 -> o21ai_0 -> a2111oi_2 -> clkdlybuf4s50_1",
  "first_iter_violations": 42,
  "final_cell_area_mm2": 0.00160,
  "compound_area_frac": 0.271,
  "post-route-util": 0.234,
  "critPathSlowestCell": "clkdlybuf4s50_1",
  "holdPathEnd": "result[1]",
  "die_x_um": 104,
  "fa_ha_area_frac": 0.285,
  "endpoint_kind": "primary output",
  "grt_pass1_vias": 1256,
  "ios": 30,
  "finalSetupViolations": 0,
  "p_switching_uw": 67.8,
  "ys_top_cells_by_area": "ha_1 (25%), inv_1 (7.9%), a21oi_1 (5.4%)",
  "gp_congestion": 0.871,
  "yosys.area_share.simple": 0.206,
  "drc": 0,
  "grt_antenna_before_repair": 0,
  "wl_per_cell_um": 12.7,
  "synth.avg_cell_area_um2": 7.24,
  "cp_data_required_time_ns": 4.00,
  "area_growth_syn_to_layout_pct": 33.5,
  "ys_warn_count": 1,
  "synth.logic.top_family": "adder cells",
  "wirelength_um": 3640,
  "min_path_type": "input port to primary output",
  "drtPass1Iterations": 4,
  "ant_nets": 0
}
[area by class of cell]
type | instances | area share
Inverter | 25 | 0.0588
Multi-Input combinational cell | 132 | 0.662
Tap cell | 96 | 0.0753
Timing Repair Buffer | 34 | 0.204
[layout by cell type, fill, tap and decap left out, types with 2 or more instances in the layout]
| master | count |
|---|---|
| mux4_2 | 2 |
| nor3_1 | 8 |
| buf_4 | 8 |
| a211oi_1 | 2 |
| o21ai_1 | 2 |
| ha_1 | 24 |
| xor2_1 | 2 |
| a21oi_1 | 13 |
| nor2b_1 | 3 |
| o21a_1 | 2 |
| o21ai_0 | 10 |
| nand2_1 | 6 |
| nor2_1 | 13 |
| clkdlybuf4s50_1 | 24 |
| conb_1 | 4 |
| dlymetal6s2s_1 | 2 |
| nand4_1 | 3 |
| o22ai_1 | 3 |
| inv_1 | 25 |
| or4b_1 | 2 |
| o31ai_1 | 2 |
[how the worst max path moves through the flow]
| stage | depth (start not counted) | startpoint | to | slack (ns) |
|---|---|---|---|---|
| 4_1_cts | 11 | a[0] | zout | 0.06 |
| 6_report | 10 | b[0] | zout | 0.23 |
| 5_1_grt | 11 | b[0] | zout | 0.04 |
[routing by layer]
metal / wire, um / GRT usage / vias to the layer above
li1: - / - / 637
met1: 1750 / 0.0885 / 543
met2: 1530 / 0.103 / 33
met3: 327 / 0.0201 / 2
met4: 21 / 0.00298 / 0
met5: 0 / 0 / -
[through the flow]
step                hold WS, ns  total power, uW
CTS                        3.26              134
global route               3.12              150
detailed placement         3.26              133
global placement           3.26              133
floorplan                  2.03             80.6
finish                     3.06              134
[power by group through the flow]
stage                 registers (uW)  clock network, uW  logic (uW)
after CTS                          0                  0         134
after global routing               0                  0         150
final                              0                  0         134
[synthesized netlist by cell type (2+ instances only)]
library cell  instances
nand4_1               3
a21oi_1              13
buf_4                 4
o21a_1                2
mux4_2                2
fa_1                  2
nor2b_1               4
nand2_1               6
a211oi_1              2
o21ai_0              10
o31ai_1               2
nor2_1               13
inv_1                25
xor2_1                2
o21ai_1               2
nor3_1                8
buf_2                 3
a221oi_1              2
ha_1                 24
clkbuf_1              3
o22ai_1               3
or4b_1                2
[cells by family after synthesis]
family | count (synthesis)
AND-OR/OR-AND | 49
XOR/XNOR | 3
adder cells (fa/ha/maj) | 26
buffers and inverters | 36
multiplexers | 5
other | 1
AND/OR/NAND/NOR | 45
[tightest hold or removal path, stage by stage]
cell	delay [ns]
dlymetal6s2s_1	0.15
mux4_2	0.26
a221o_1	0.18
clkdlybuf4s50_1	0.47
No activity file was given, so power comes from the tool's default toggle rates.
